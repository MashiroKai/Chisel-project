--- flow/config.mk ---
export PLATFORM = sky130hd
export DESIGN_NAME = Fakedata
export DESIGN_NICKNAME = Fakedata
export VERILOG_FILES = /design/flow/design.v
export SDC_FILE = /design/flow/constraint.sdc
export NUM_CORES = 4
export LEC_CHECK = 1
export CORE_AREA = 10 10 113 113
export DIE_AREA = 0 0 123 123
--- flow/constraint.sdc ---
current_design Fakedata

set clk_period 4.2
set clk_io_pct 0.2

create_clock -name clk0 -period $clk_period [get_ports {clock}]

set non_clock_inputs [all_inputs -no_clocks]
set_input_delay [expr $clk_period * $clk_io_pct] -clock clk0 $non_clock_inputs
set_output_delay [expr $clk_period * $clk_io_pct] -clock clk0 [all_outputs]
--- flow/design.v ---
module Fakedata(
  input        clock,
  input        reset,
  input        io_Start,
  input        io_WriteHS_ready,
  output       io_WriteHS_valid,
  output [7:0] io_WriteHS_bits
);
  reg [1:0] StateReg;  
  wire  CntValidEnable = StateReg == 2'h1;  
  wire  CntTimeEnable = StateReg == 2'h2;  
  wire  _CntValid_T = ~CntValidEnable;  
  reg [16:0] CntValid;  
  wire  _CntValid_counter_T = CntValid == 17'h10213;  
  wire [16:0] _CntValid_counter_T_4 = CntValid + 17'h1;  
  wire  _CntTime_T = ~CntTimeEnable;  
  reg [25:0] CntTime;  
  wire  _CntTime_counter_T = CntTime == 26'h3938700;  
  wire [25:0] _CntTime_counter_T_4 = CntTime + 26'h1;  
  wire [1:0] _GEN_3 = ~io_Start ? 2'h0 : StateReg;  
  wire [1:0] _GEN_6 = _CntTime_counter_T ? 2'h1 : _GEN_3;  
  assign io_WriteHS_valid = 2'h0 == StateReg ? 1'h0 : 2'h1 == StateReg & io_WriteHS_ready;  
  assign io_WriteHS_bits = CntValid[7:0];
  always @(posedge clock) begin
    if (reset) begin  
      StateReg <= 2'h0;  
    end else if (2'h0 == StateReg) begin  
      if (io_Start) begin  
        StateReg <= 2'h1;  
      end
    end else if (2'h1 == StateReg) begin  
      if (_CntValid_counter_T) begin  
        StateReg <= 2'h2;  
      end else begin
        StateReg <= _GEN_3;
      end
    end else if (2'h2 == StateReg) begin  
      StateReg <= _GEN_6;
    end
    if (reset) begin  
      CntValid <= 17'h0;  
    end else if (_CntValid_T | CntValid == 17'h10213) begin  
      CntValid <= 17'h0;
    end else if (CntValidEnable & io_WriteHS_valid) begin  
      CntValid <= _CntValid_counter_T_4;
    end
    if (reset) begin  
      CntTime <= 26'h0;  
    end else if (_CntTime_T | CntTime == 26'h3938700) begin  
      CntTime <= 26'h0;
    end else if (CntTimeEnable) begin  
      CntTime <= _CntTime_counter_T_4;
    end
  end
endmodule
--- flow/run.sh ---
#!/bin/bash
# OpenROAD 26Q1-2900-gdf79404cd8, Yosys 0.63+post, stock flow scripts
make -C /OpenROAD-flow-scripts/flow DESIGN_CONFIG=/design/flow/config.mk WORK_HOME=/design/flow/orfs finish
==> impl_metrics.tcl <==
# collected from the flow reports
set metrics [dict create \
    fa_ha_area_frac 0.0163 \
    cp_slowest_cell "clkdlybuf4s50_1" \
    antenna-diode-count 0 \
    setup_ws_ns 1.18 \
    postCtsSetupRepairBufs 0 \
    warning_count 26 \
    ys_area_sq_um 2300 \
    finClkSkew_ns 0.00841 \
    layout_top_cell "dfxtp_1" \
    seqCellArea_sq_um 921 \
    stdcell_count 409 \
    crit_path_end_kind "output pin" \
    fmax_ghz 0.332 \
    ys_cells 273 \
    setup_violations 0 \
    crit_top_cell "clkdlybuf4s50_1" \
    p_total_mw 0.738 \
    tightestPinTransition_ns 0.670 \
    cts_max_level 2 \
    synth_cell_types 37 \
    route.detailed.drc 0 \
    grt_pass1_wl_mm 8.39 \
    ios 13 \
    pwr-share-seq 0.595 \
    p_sw_mw 0.163 \
    dpl-instance-area_sq_um 2470 \
    design_area_sq_um 2570 \
    lay_top_cells "46 x dfxtp_1, 30 x nor2_1, 19 x nand4_1" \
    drive_gt1_frac 0.0513 \
    mux_share 0.00436 \
    run_status "finished clean" \
    numCtsBuffers 5 \
    dr_total_vias 1930 \
    arrival_ns 2.18 \
    worstPathRequired_ns 3.36 \
    combGateArea_sq_um 1240 \
    grt_max_degree 27 \
    cts_tree "done" \
    tns_ns 0 \
    ys_sh_xor 0.0877 \
    worstHoldPathType "register to register" \
    cts-hold-fix-buffers 0 \
    die_w_um 123 \
    routed_via_density 4.72 \
    topCombFamilyByArea "simple AND/OR/NAND/NOR gates" \
    syn_area_sq_um 2300 \
    drt_pass1_iterations 4 \
    clkPwrFrac 0.390 \
    place.gp.congestion 0.820 \
    cap_viol_max_count 0 \
    synth_cells 273 \
    cts_sinks 46 \
    simple_gate_area_frac 0.327 \
    finalCriticalPeriod_ns 3.02 \
    critical_path_class "primary input to output pin" \
    startpoint_type "primary input" \
    clockBufferDepth 2 \
    r2r_setup_slack_ns 1.93 \
    ys_warn_count 1 \
    syn2layout_area_growth_pct 11.8 \
    critical_path.max_stage_delay_ns 0.52 \
    insertion_delay_ns 0.30 \
    p_int_mw 0.575 \
    swShare 0.220 \
    antenna_found_initial 0 \
    power.density_nw_per_um2 288 \
    topCellsByArea "dfxtp_1 40%, nand4_1 5.2%, xor2_1 5.0%" \
    grt-ovfl-total 0 \
    pre_cts_slack_ns 1.18 \
    chipArea_sq_um 15100 \
    port_buffers 12 \
    maxSlewViolCount 0 \
    clkSlewWorstSetupHoldPaths_ns 0.08 \
    core_sq_um 10300 \
    finalWirelength_mm 4.83 \
    maxSlewHeadroom 0.553 \
    ys_seq_frac 0.401 \
    detail-route-antenna-nets 0 \
    worst-path-max-fanout 4 \
    hold_violations 0 \
    placedCellCount 401 \
    top_cell_area_share 0.401 \
    ctsResizeCount 0 \
    rows 37 \
    ys.flops 46 \
    leakagePower_nw 0.691 \
    compound_area_frac 0.104 \
    track_usage 0.0649 \
    cts-root-buf "clkbuf_8" \
    fp_util 0.222 \
    drtIter0Drc 239 \
    yosysTopAreaCell "dfxtp_1" \
    syn_avg_cell_area_sq_um 8.41 \
    max-vdd-ir-drop_v 0.000127 \
    wl_per_cell_um 11.8 \
    rsz0062_at_grt "no" \
    n_fill_cell 1114 \
    place_hpwl_mm 3.43 \
    path_cells "clkdlybuf4s50_1, and3b_1, clkdlybuf4s50_1" \
    grt_pass1_vias 1809 \
    period_used_share 0.718 \
    pwr-share-comb 0.015 \
    die_h_um 123 \
]
-- cell type report --
type	instances	area share
tap	136	0.0663
inverter	6	0.00878
timing repair buffer	12	0.0468
sequential	46	0.359
clock buffer	6	0.0322
multi-input combinational	201	0.482
clock inverter	2	0.00488
-- worst max-delay path: cells and delay by family --
family | cells | cell delay, ns
buffers and inverters | 2 | 1.04
and+or+nand+nor | 1 | 0.29
-- sequential cells by signal (all words and copies together), names as in the netlist --
name and flops:
CntTime 26, CntValid 17, StateReg 3
-- Yosys cell counts, drive strengths merged --
library cell and count:
xor2 13, a21boi 1, clkbuf 8, or4 9
a31o 2, and4b 1, nand4 19, a41oi 1
and3 7, or4b 1, nor4 4, or3 9
buf 12, a21oi 18, nand4b 1, inv 6
nor4bb 1, nor4b 4, or2 1, o21ai 12
and2 1, nand2 15, nor3 6, nand3 15
mux2i 1, dfxtp 46, and4 5, nor2 30
nand2b 3, xnor2 10, o32ai 1, and3b 1
ha 3, o31ai 6
-- kinds of logic (layout without fill, tap and decap cells) --
kind of cell             Yosys count  count (layout)
adder cells (fa/ha/maj)            3               3
multiplexers                       1               1
buffers and inverters             26              26
AND-OR/OR-AND                     41              41
flip-flops                        46              46
XOR/XNOR                          23              23
AND/OR/NAND/NOR                  133             133
-- power groups by stage --
stage | Clock (mW) | Sequential [mW] | Combinational (mW)
4_1_cts | 0.299 | 0.439 | 0.0113
5_1_grt | 0.319 | 0.439 | 0.0124
6_report | 0.288 | 0.439 | 0.0111
-- metrics by stage --
step	hold slack [ns]	util
5_1_grt	0.516	0.249
4_1_cts	0.484	0.249
2_1_floorplan	0.447	-
3_5_place_dp	0.473	0.239
3_3_place_gp	0.467	0.239
6_report	0.486	0.249
-- routing by layer --
| metal | wire (um) | track usage | vias to the layer above | share of wire |
|---|---|---|---|---|
| li1 | - | - | 993 | - |
| met2 | 2150 | 0.104 | 29 | 0.44 |
| met4 | 38 | 0.00873 | 0 | 0.0079 |
| met3 | 189 | 0.0139 | 8 | 0.039 |
| met5 | 0 | 0 | - | 0 |
| met1 | 2450 | 0.0914 | 900 | 0.51 |
-- worst paths after layout --
check                         from          endpoint  cells after the start
setup reg to reg       CntValid[0]       CntValid[8]                      5
hold / removal         CntTime[25]       CntTime[25]                      2
setup / recovery  io_WriteHS_ready  io_WriteHS_valid                      3
hold reg to reg        CntTime[25]       CntTime[25]                      2
Power figures rest on the tool's default switching activity, not on a simulated workload.
